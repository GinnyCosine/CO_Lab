==> design/flow/design.v <==
module Forwarding(
    RS_addr_EX_i,
    RT_addr_EX_i,
    RD_addr_MEM_i,
    RD_addr_WB_i,
    regWrite_MEM_i,
    regWrite_WB_i,
    Forward_A_o,
    Forward_B_o
	);
input   [5-1:0]     RS_addr_EX_i;
input   [5-1:0]     RT_addr_EX_i;
input   [5-1:0]     RD_addr_MEM_i;
input   [5-1:0]     RD_addr_WB_i;
input               regWrite_MEM_i;
input               regWrite_WB_i;
output  [2-1:0]     Forward_A_o;
output  [2-1:0]     Forward_B_o;
assign Forward_A_o = (regWrite_MEM_i == 1 && RD_addr_MEM_i != 0 && 
                        RD_addr_MEM_i == RS_addr_EX_i) ? 2'b01:
                        ((regWrite_WB_i == 1 && RD_addr_WB_i != 0 && 
                        RD_addr_WB_i == RS_addr_EX_i) ? 2'b10:2'b00);
assign Forward_B_o = (regWrite_MEM_i == 1 && RD_addr_MEM_i != 0 && 
                        RD_addr_MEM_i == RT_addr_EX_i) ? 2'b01:
                        ((regWrite_WB_i == 1 && RD_addr_WB_i != 0 && 
                        RD_addr_WB_i == RT_addr_EX_i) ? 2'b10:2'b00);
endmodule
==> design/flow/run.sh <==
#!/bin/bash
# OpenROAD 26Q1-2900-gdf79404cd8, Yosys 0.63+post, stock flow scripts
make -C /OpenROAD-flow-scripts/flow DESIGN_CONFIG=/design/flow/config.mk WORK_HOME=/design/flow/orfs finish
==> design/flow/config.mk <==
export PLATFORM = sky130hd
export DESIGN_NAME = Forwarding
export DESIGN_NICKNAME = Forwarding
export VERILOG_FILES = /design/flow/design.v
export SDC_FILE = /design/flow/constraint.sdc
export NUM_CORES = 4
export LEC_CHECK = 1
export CORE_AREA = 10 10 70 70
export DIE_AREA = 0 0 80 80
==> design/flow/constraint.sdc <==
current_design Forwarding

set clk_period 2.3
set clk_io_pct 0.2

create_clock -name clk0 -period $clk_period

set non_clock_inputs [all_inputs -no_clocks]
set_input_delay [expr $clk_period * $clk_io_pct] -clock clk0 $non_clock_inputs
set_output_delay [expr $clk_period * $clk_io_pct] -clock clk0 [all_outputs]
==> flow_metrics.tcl <==
# place-and-route summary
set metrics [dict create \
    total_power_mw 0.117 \
    p_seq_frac 0 \
    netSwitchingFraction 0.411 \
    fp.dieH_um 80 \
    crit_slowest_cell "or4_4" \
    path_delay_family "simple AND/OR/NAND/NOR gates" \
    grt_max_degree 4 \
    crit_cells 6 \
    io-pin-count 26 \
    final_antenna_net_count 0 \
    cap_viol_max_count 0 \
    hold_class "input port to output port" \
    grt_pass1_wl_um 2160 \
    drive_gt1_frac 0.370 \
    initial_utilization 0.0755 \
    path_buffers 3 \
    fin_crit_sh 0.984 \
    diodes 0 \
    fill_cells 387 \
    ys_cells 34 \
    combPwrFrac 1.000 \
    layout_top_cell "xnor2_1" \
    mostFrequentLayoutCells "xnor2_1 (14), buf_4 (13), dlygate4sd2_1 (10), clkdlybuf4s50_1 (10), xor2_1 (4)" \
    end_kind "output port" \
    top_area_frac 0.544 \
    post_drt_via_cell_ratio 3.14 \
    dp_hpwl_um 1200 \
    num_vias 374 \
    core_mm2 0.00342 \
    ir_drop_mv 0.0727 \
    nClkBuffers 0 \
    internal-power_mw 0.0691 \
    final_util 0.213 \
    fmax_mhz 442 \
    tightest_slew_ns 0.265 \
    critPathMaxFanout 2 \
    syn_area_um2 258 \
    numPlacedInstances 119 \
    drc 0 \
    cpPeakStageDelay_ns 0.53 \
    syn_area_per_cell_um2 7.58 \
    leakagePower_nw 0.286 \
    ys_area_um2 258 \
    drt-pass1-iter-count 3 \
    area_growth_pct 182 \
    critPathKind "input port to output port" \
    synth.distinct_cells 9 \
    drt-total-wl_um 1350 \
    setup_viol 0 \
    crit_chain "clkdlybuf4s15_1 -> or4_4 -> o21ai_4 -> nor4_4 -> buf_4 -> dlygate4sd2_1" \
    die-width_um 80 \
    warnings 33 \
    required_ns 1.84 \
    worstSetupStartpoint "RD_addr_MEM_i[4]" \
    fin_setup_tns_ns 0 \
    placementRows 21 \
    drt-initial-drc-count 5 \
    synth_area_leader_cell "xnor2_1" \
    hold_buffers 0 \
    port-buffer-count 26 \
    hold_ws_ns 1.44 \
    overflow 0 \
    relSlewSlack 0.823 \
    antenna_found_initial 0 \
    power.density_mw_per_mm2 161 \
    regArea_um2 0 \
    cts_setup_buffers 0 \
    clkPwrFrac 0 \
    logic_area_um2 337 \
    groute.usage.overall 0.0416 \
    routabilityCongestion 0.832 \
    rsz0062_at_grt "true" \
    syn_inst 34 \
    switchingPower_mw 0.0482 \
    seq_cell_count 0 \
    critPathLaunchType "input port" \
    maxSlewViolCount 0 \
    finalCriticalPeriod_ns 2.26 \
    fin_cells 119 \
    yosys-top-cells-area "xnor2_1 (54%), xor2_1 (14%), nor4_1 (9.7%)" \
    grt_pass1_vias 426 \
    die_area_mm2 0.00640 \
    endpoint "Forward_A_o[0]" \
    synth_seq_share 0 \
    post_drt_wl_per_cell_um 11.4 \
    crit_arrival_ns 1.80 \
    synth_warnings 0 \
    status "complete, no violations" \
    hold_viol 0 \
]
==> area by class of cell <==
cell class | count | area share
Multi-Input combinational cell | 34 | 0.463
Timing Repair Buffer | 39 | 0.458
Tap cell | 46 | 0.0792
==> cells in the mapped netlist <==
library cell / instances
nor2_1: 1
nand2_1: 2
xor2_1: 4
nor4_1: 4
nand4_1: 2
or4_1: 2
o21ai_2: 1
xnor2_1: 16
nand3_1: 2
==> through the flow <==
stage,area [um^2],setup slack [ns]
2_1_floorplan,258,0.481
3_3_place_gp,673,-0.668
3_5_place_dp,673,-0.638
4_1_cts,712,0.00358
5_1_grt,727,-0.0213
6_report,727,0.0357
==> layer usage <==
layer  share of wire  GRT usage  routed length (um)  up-vias
met4               0          0                   0        0
li1                -          -                   -      200
met3           0.072     0.0125                  97        0
met1            0.52     0.0627                 706      160
met5               0          0                   0        -
met2            0.41     0.0594                 549       14
==> what timing repair did <==
action                     CTS  global route
resized                     34             4
cloned                       0             0
pin swaps                   10             3
setup endpoints to repair    4             3
==> worst min path at each step <==
stage | slack (ns) | cells past startpoint | from | to
5_1_grt | 1.48 | 5 | RD_addr_WB_i[3] | Forward_B_o[1]
6_report | 1.44 | 5 | RD_addr_WB_i[3] | Forward_B_o[1]
4_1_cts | 1.51 | 5 | RT_addr_EX_i[3] | Forward_B_o[1]
==> power groups by stage <==
stage	logic, mW	registers [mW]	clock network, mW
4_1_cts	0.116	0	0
5_1_grt	0.126	0	0
6_report	0.117	0	0
==> cell families (layout without fill, tap and decap cells) <==
| group | Yosys count | in the layout | synth area share |
|---|---|---|---|
| AND/OR/NAND/NOR | 13 | 13 | 0.286 |
| XOR/XNOR | 20 | 20 | 0.680 |
| AND-OR/OR-AND | 1 | 1 | 0.0340 |
| buffers and inverters | 0 | 39 | 0 |
==> tightest hold or removal path: stages <==
cell            delay, ns
dlymetal6s2s_1       0.18
xnor2_1              0.09
nand4_1              0.10
nor4_1               0.05
buf_2                0.11
Power is estimated from default activity; no workload was simulated.
