--- /design/flow/design.v ---
module Hazard_Detection(
    PC_src_i,
    MemRead_EX_i,
    RS_IFID_addr_i,
    RT_IFID_addr_i,
    RT_IDEX_addr_i,
    PC_write_o,
    IF_wait_o,
    IF_flush_o,
    ID_flush_o,
    EX_flush_o
	);
input   PC_src_i;    
input   MemRead_EX_i;
input   [5-1:0]  RS_IFID_addr_i;
input   [5-1:0]  RT_IFID_addr_i;
input   [5-1:0]  RT_IDEX_addr_i;
output  PC_write_o;
output  IF_wait_o;
output  IF_flush_o;
output  ID_flush_o;
output  EX_flush_o;
reg  PC_write_o;
reg  IF_wait_o;
reg  IF_flush_o;
reg  ID_flush_o;
reg  EX_flush_o;
always @(*) begin
    case(PC_src_i)
        1:
        begin
            PC_write_o <= 1;
            IF_wait_o <= 0;
            IF_flush_o <= 1;
            ID_flush_o <= 1;
            EX_flush_o <= 1;
        end
        0:
        begin
            if (MemRead_EX_i == 1 && (RT_IDEX_addr_i == RT_IFID_addr_i || RT_IDEX_addr_i == RS_IFID_addr_i)) begin
                PC_write_o <= 0;
                IF_wait_o <= 1;
                IF_flush_o <= 0;
                ID_flush_o <= 1;
                EX_flush_o <= 0;
            end
            else begin
                PC_write_o <= 1;
                IF_wait_o <= 0;
                IF_flush_o <= 0;
                ID_flush_o <= 0;
                EX_flush_o <= 0;
            end
        end
    endcase
end
endmodule
--- /design/flow/run.sh ---
#!/bin/bash
# OpenROAD 26Q1-2900-gdf79404cd8, Yosys 0.63+post, stock flow scripts
make -C /OpenROAD-flow-scripts/flow DESIGN_CONFIG=/design/flow/config.mk WORK_HOME=/design/flow/orfs finish
--- /design/flow/config.mk ---
export PLATFORM = sky130hd
export DESIGN_NAME = Hazard_Detection
export DESIGN_NICKNAME = Hazard_Detection
export VERILOG_FILES = /design/flow/design.v
export SDC_FILE = /design/flow/constraint.sdc
export NUM_CORES = 4
export LEC_CHECK = 1
export CORE_AREA = 10 10 70 70
export DIE_AREA = 0 0 80 80
--- /design/flow/constraint.sdc ---
current_design Hazard_Detection

set clk_period 2.5
set clk_io_pct 0.2

create_clock -name clk0 -period $clk_period

set non_clock_inputs [all_inputs -no_clocks]
set_input_delay [expr $clk_period * $clk_io_pct] -clock clk0 $non_clock_inputs
set_output_delay [expr $clk_period * $clk_io_pct] -clock clk0 [all_outputs]
==> impl_metrics.yaml <==
# generated from flow reports
cts:
  hold_buffers: 0
  cts_setup_buffers: 0
routing:
  wl_per_cell_microns: 8.52
  num_vias: 205
  ant_nets: 0
  antennaDiodeCount: 0
  drtIter0Drc: 1
  drc: 0
  firstDrtPassIters: 2
  wl_microns: 741
  via_per_inst: 2.36
timing:
  hold_viol_final: 0
  maxSlewViolCount: 0
  slew-limit-headroom_pct: 88.0
  period_needed_ns: 2.43
  worst-slew-pin-transition_ns: 0.179
  holdWs_ns: 1.72
  layout_setup_ws_ns: 0.0683
  timing.final.crit_share_pct: 97.3
  report.final.setup_viol: 0
  max_freq_ghz: 0.411
  rsz0062_at_grt: "no"
  setup_tns_ns: 0
grt:
  grt_max_degree: 6
  antenna_found_initial: 0
  grt_usage_pct: 1.96
  grt_pass1_vias: 205
  grt_pass1_wl_mm: 1.02
  grt_overflow: 0
logic_synthesis:
  postSynthAreaPerCell_sq_um: 7.76
  topCellsByArea: "xnor2_1 56%, buf_4 9.7%, nand4_1 8.1%"
  ys_warn_count: 1
  syn_area_sq_um: 155
  synth.most_common_cell: "xnor2_1"
  top_cells_by_count: "10 x xnor2_1, 2 x buf_4, 2 x nand2_1, 2 x nand4_1"
  syn_inst: 20
  yosysCellCount: 20
  synth_cell_types: 8
  top_area_share_pct: 56.5
  yosys.stat.seqShare_pct: 0
  yosys_area_sq_um: 155
  post-synth-top-area-cell: "xnor2_1"
die:
  die-area_sq_um: 6400
  die_width_microns: 80
  fp.coreArea_sq_um: 3420
  fp_util_pct: 4.54
  die.size.y_microns: 80
  core.rowCount: 21
  ios: 22
pwr:
  power_density_nw_per_um2: 127
  vdd_drop_max_uv: 9.92
  leakagePower_nw: 0.161
worst_setup_path:
  crit_fanout: 3
  crit_arrival_ns: 1.93
  worst_ep_required_time_ns: 2.00
  cp-end-kind: "primary output"
  start_kind: "primary input"
  worstSetupPathType: "primary input to primary output"
  cp-startpoint: "RT_IFID_addr_i[4]"
placed_design:
  port_buffers: 22
  place.gp.congestion: 0.802
  dp_worst_setup_slack_ns: -0.161
outcome:
  status: "finished clean"
layout:
  ff_count: 0
  nFillCells: 395
  layout-drive-gt1-share_pct: 4.88
  area_growth_pct: 165
  seq_area_sq_um: 0
  clock_buffers: 0
min_path:
  hp-class: "primary input to primary output"
  min_from: "RT_IFID_addr_i[1]"
run:
  warnings: 32
  cap_viol_max_count: 0
[cells by family after synthesis]
| family | Yosys count | share of synthesized area, % |
|---|---|---|
| xor gates and xnor gates | 10 | 56.4 |
| AOI/OAI and AO/OA | 1 | 8.06 |
| and+or+nand+nor | 7 | 25.8 |
| buffers and inverters | 2 | 9.67 |
[what timing repair did]
action,CTS,global route
endpoints found under the setup margin,3,1
resized,14,1
pin swaps,13,3
endpoints found under the hold margin,0,0
[worst max-delay path: stages]
cell             delay, ns
clkdlybuf4s50_1       0.47
xnor2_1               0.13
nand2_1               0.08
o22ai_2               0.16
or2_1                 0.13
clkdlybuf4s50_1       0.46
[final cells by class]
type | count | area, sq um | area share, %
repair buffers | 23 | 213 | 51.8
multi-input cells | 18 | 140 | 34.1
well taps | 46 | 57.6 | 14.0
[report_power, final]
part,internal (W),switching (W),leakage [nW]
Sequential,0,0,0
Combinational,0.0000347,0.0000173,0.161
Clock,0,0,0
Total,0.0000347,0.0000173,0.161
[path summary, 6_finish.rpt]
| kind | to | slack, ns | cells after the start |
|---|---|---|---|
| max | ID_flush_o | 0.07 | 6 |
| min | IF_wait_o | 1.72 | 6 |
[per-stage QoR]
stage	cell area [sq um]	utilization (%)	total power, W	std cells
detailed placement	425	12.5	0.0000608	87
global placement	425	12.5	0.0000605	87
floorplan	155	-	0.0000207	20
global route	410	12.0	0.0000564	87
finish	410	12.0	0.0000520	87
CTS	408	11.9	0.0000538	87
[placed cells by master (no fill, tap or decap)]
| cell | instances |
|---|---|
| clkdlybuf4s50_1 | 7 |
| and2b_1 | 1 |
| xnor2_1 | 10 |
| dlymetal6s2s_1 | 1 |
| nand2b_1 | 1 |
| o22ai_2 | 1 |
| nand4_1 | 2 |
| or2_1 | 1 |
| buf_4 | 1 |
| dlygate4sd2_1 | 14 |
| nand2_1 | 2 |
[layer usage]
layer / part of all wire (%) / global-route usage, % / routed length, microns / vias to the layer above
li1: - / - / - / 106
met1: 41 / 2.44 / 305 / 87
met2: 47 / 3.53 / 349 / 12
met3: 12 / 0.455 / 86 / 0
met4: 0 / 0 / 0 / 0
met5: 0 / 0 / 0 / -
Power is estimated from default activity; no workload was simulated.
