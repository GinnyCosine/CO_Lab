### /design/flow/run.sh
#!/bin/bash
# OpenROAD 26Q1-2900-gdf79404cd8, Yosys 0.63+post, stock flow scripts
make -C /OpenROAD-flow-scripts/flow DESIGN_CONFIG=/design/flow/config.mk WORK_HOME=/design/flow/orfs finish
### /design/flow/config.mk
export PLATFORM = sky130hd
export DESIGN_NAME = alu
export DESIGN_NICKNAME = alu
export VERILOG_FILES = /design/flow/design.v
export SDC_FILE = /design/flow/constraint.sdc
export NUM_CORES = 4
export LEC_CHECK = 1
export CORE_UTILIZATION = 40
### /design/flow/constraint.sdc
current_design alu

set clk_period 1.0
set clk_io_pct 0.2

create_clock -name clk0 -period $clk_period [get_ports {clk}]

set non_clock_inputs [all_inputs -no_clocks]
set_input_delay [expr $clk_period * $clk_io_pct] -clock clk0 $non_clock_inputs
set_output_delay [expr $clk_period * $clk_io_pct] -clock clk0 [all_outputs]
### /design/flow/design.v
`timescale 1ns/1ps
module alu(
           clk,            
           rst_n,          
           src1,           
           src2,           
           ALU_control,    
           result,         
           zero,           
           cout,           
           overflow        
           );
input           clk;
input           rst_n;
input  [32-1:0] src1;
input  [32-1:0] src2;
input   [4-1:0] ALU_control;
output [32-1:0] result;
output          zero;
output          cout;
output          overflow;
reg          overflow;
reg             result;
reg             cout;
reg             zero;
wire    [32-1:0] result_r;
wire    [32-1:0] cout_r;
wire             overflow_r;
wire				set;
alu_top a0(.src1(src1[0]), 
           .src2(src2[0]), 
           .less(set), 
           .cin(ALU_control[2]), 
           .operation(ALU_control[1:0]), 
           .A_invert(ALU_control[3]), 
           .B_invert(ALU_control[2]), 
           .result(result_r[0]), 
           .cout(cout_r[0]));
generate
    genvar i;
    for (i = 1; i < 31; i=i+1)
    begin
        alu_top middle(.src1(src1[i]), 
                       .src2(src2[i]), 
                       .less(1'b0), 
                       .cin(cout_r[i - 1]), 
                       .operation(ALU_control[1:0]), 
                       .A_invert(ALU_control[3]), 
                       .B_invert(ALU_control[2]), 
                       .result(result_r[i]), 
                       .cout(cout_r[i]));
    end
endgenerate
alu_bottom a31(.src1(src1[31]), 
               .src2(src2[31]), 
               .less(1'b0), 
               .cin(cout_r[30]), 
               .operation(ALU_control[1:0]), 
               .A_invert(ALU_control[3]), 
               .B_invert(ALU_control[2]), 
               .result(result_r[31]), 
               .cout(cout_r[31]),
               .set(set),
               .overflow(overflow_r));
always@( posedge clk or negedge rst_n ) 
begin
	if(!rst_n) begin
		result <= 32'b0;
	end
	else begin
        overflow <= overflow_r;
		result <= result_r;
        zero <= (result_r == 32'b0)?(1):(0);
        if ((ALU_control == 4'b0010)||(ALU_control == 4'b0110))
            cout <= cout_r[31];
        else
            cout <= 0;
	end
end
endmodule
module alu_bottom(
               src1,        
               src2,        
               less,        
               A_invert,    
               B_invert,    
               cin,         
               operation,   
               result,      
               cout,        
               set,
               overflow
               );
input         src1;
input         src2;
input         less;
input         A_invert;
input         B_invert;
input         cin;
input [2-1:0] operation;
output        result;
output        cout;
output        overflow;
output        set;
wire	    [2:0] tmp;
wire	          src1_temp;
wire	          src2_temp;
reg           result;
assign src1_temp = (A_invert)?(~src1):(src1);
assign src2_temp = (B_invert)?(~src2):(src2);
assign tmp[0] = src1_temp & src2_temp;
assign tmp[1] = src1_temp | src2_temp;
assign tmp[2] = (src1_temp ^ src2_temp)^ cin;
assign cout = ((src1_temp ^ src2_temp) & cin)|(src1_temp & src2_temp);
assign overflow = (src1_temp == 1 & src2_temp == 1 & tmp[2] == 0) | (src1_temp == 0 & src2_temp == 0 & tmp[2] == 1);
assign set = tmp[2];
always@(*)
begin
	case (operation)
		2'b00: result = tmp[0];
		2'b01: result = tmp[1];
		2'b10: result = tmp[2];
		2'b11: result = less;
	endcase
end
endmodule
`timescale 1ns/1ps
module alu_top(
               src1,        
               src2,        
               less,        
               A_invert,    
               B_invert,    
               cin,         
               operation,   
               result,      
               cout,        
               );
input         src1;
input         src2;
input         less;
input         A_invert;
input         B_invert;
input         cin;
input [2-1:0] operation;
output        result;
output        cout;
wire	    [2:0] tmp;
wire	          src1_temp;
wire	          src2_temp;
reg           result;
assign src1_temp = (A_invert)?(~src1):(src1);
assign src2_temp = (B_invert)?(~src2):(src2);
assign tmp[0] = src1_temp & src2_temp;
assign tmp[1] = src1_temp | src2_temp;
assign tmp[2] = (src1_temp ^ src2_temp) ^ cin;
assign cout = ((src1_temp ^ src2_temp) & cin) | (src1_temp & src2_temp);
always@(*)
begin
	case (operation)
		2'b00: result = tmp[0];
		2'b01: result = tmp[1];
		2'b10: result = tmp[2];
		2'b11: result = less;
	endcase
end
endmodule
==> out/results.ini <==
[synth]
synthCells=414
ys_types=29
syn_avg_cell_area_um2=10.0
topCellsByArea=dfrtp_1 (19%), ha_1 (19%), fa_1 (15%)
ys_cells=414
synth_area_um2=4140
yosys_warnings=3
edf_count=3
ys.flops=35
synth_chip_area_um2=4140
yosysTopAreaCell=dfrtp_1
synth_seq_share_pct=21.5
synth-main-ff-cell=dfrtp_1
top_cell_area_share_pct=19.3
async_flop_share_pct=91.4

[timing]
finalSetupTns_ns=-203.81
slew_viol_final=0
finalSetupViolations=35
rsz0062_at_grt=yes
fin_crit_sh_pct=1190
hold_viol=0
layout_setup_ws_ns=-10.89
relSlewSlack_pct=66.4
fin_crit_ns=11.89
fmax_mhz=84.1
tightest_slew_ns=0.504

[global_route]
grt-ovfl-total=0
grt_pass1_wl_mm=16.5
grt_use_total_pct=19.6
grt_max_degree=38
grtUsageMet1_pct=30.0
grt_use_met2_pct=31.9
use_met3_pct=3.01
antenna_found_initial=1
grt-busiest-layer=met2
grt_pass1_vias=3389

[cells_and_area]
final-seq-area_um2=891
finalNonFillerCells=765
comb_area_um2=3070
stdcell_area_um2=6340
lay_top_cells=buf_4 (122), inv_1 (67), ha_1 (64)
drive_above_1_share_pct=37.7
area_growth_pct=53.2
n_fill_cell=805
mostFrequentLayoutCell=buf_4

[routing]
vias=3375
drc=0
n_antenna_cell=0
first_pass_iters=4
ant_nets=0
routed_wl_mm=9.73
dr.first_iter.drc_count=47
via_per_inst=4.41
wl_per_cell_um=12.7

[power_and_ir_drop]
p_switching_mw=2.19
p_comb_share_pct=56.8
p_leak_nw=3.20
switching_share_pct=34.4
power.density_nw_per_um2=1000
peakVddDrop_mv=0.535
pwr-share-seq_pct=27.0
p_int_mw=4.18
power_mw=6.36
power_frac_clock_pct=16.2

[critical_path]
slowest_delay_ns=0.50
start_kind=input pin
worst-endpoint-required_ns=1.16
cpMaxStageDelayCell=mux4_2
crit_type=input pin to flip-flop
crit_top_cell=fa_2
cp_max_fo=3
end_kind=flip-flop
critPathArrivalTime_ns=12.04

[job]
maxCapViolCount=0
log.warning_count=91

[die]
pin_count=105
chip_area_um2=10800
placementRows=36
fp_util_pct=41.8
core_area_um2=9910
dieWidth_um=104
die_h_um=104

[place]
io_buffers=104
placed_cell_area_um2=6280
routabilityCongestion=0.877
dpl.cell_count=751
dp_hpwl_mm=7.82

[clock_tree]
htreeDepth=2
cts-buffers-inserted=5
cts_tree=yes
cts.sinks=35
clk_pin_slew_ns=0.08
cts_buffer_depth=2
cts_root_buf=clkbuf_8

[run_status]
status=finished, violations left
violations=negative setup slack

[min_path]
hp-class=input pin to async pin

-- critical path: cells and delay by family --
kind / cells / cell delay (ns)
multiplexers: 1 / 0.50
adder cells (fa/ha/maj): 31 / 10.45
XOR/XNOR: 1 / 0.12
AND/OR/NAND/NOR: 2 / 0.37
buffers and inverters: 5 / 0.40
-- synth_stat cells (2+ instances only) --
| master | n |
|---|---|
| buf_1 | 3 |
| buf_2 | 10 |
| buf_6 | 2 |
| clkbuf_1 | 8 |
| dfrtp_1 | 32 |
| edfxtp_1 | 3 |
| fa_1 | 31 |
| ha_1 | 64 |
| inv_1 | 74 |
| mux2i_1 | 10 |
| nor2b_1 | 40 |
| nor2b_4 | 2 |
| nor4_1 | 4 |
| o21ai_0 | 21 |
| o22ai_1 | 10 |
| o31a_1 | 20 |
| or4_1 | 5 |
| xnor2_1 | 4 |
| xor2_1 | 61 |
-- repair_timing --
| item | CTS | global route |
|---|---|---|
| endpoints found under the hold margin | 13 | 0 |
| cloned | 0 | 0 |
| pin swaps | 28 | 4 |
| buffers inserted | 5 | 3 |
| resized | 142 | 15 |
| hold buffers | 1 | 0 |
| setup endpoints to repair | 70 | 47 |
-- power by group through the flow --
stage,Clock (mW),Combinational (mW),Sequential [mW]
after CTS,1.08,3.55,1.72
after global routing,1.14,4.07,1.74
final,1.03,3.62,1.72
-- metrics by stage --
stage | worst slack, ns | utilization [%] | hold slack, ns
finish | -10.89 | 64.0 | 0.00890
CTS | -10.88 | 63.6 | 0.000574
global route | -11.14 | 64.0 | 0.0171
detailed placement | -11.51 | 63.4 | 0.0392
global placement | -11.44 | 63.4 | 0.0368
floorplan | -10.87 | - | -0.0956
-- layout make-up --
cell class / count / area share, %
clock buffer: 5 / 1.09
clock inverter: 3 / 0.237
inverter: 74 / 4.38
timing repair buffer: 233 / 29.3
multi-input combinational: 282 / 48.4
sequential: 35 / 14.0
tap: 133 / 2.62
-- logic make-up after synthesis --
logic type	after synthesis	share of synthesized area [%]
adder cells (fa/ha/maj)	95	34.3
flip-flops	35	21.5
AND/OR/NAND/NOR	56	8.89
buffers and inverters	97	9.46
XOR/XNOR	65	13.8
multiplexers	12	3.23
AND-OR/OR-AND	54	8.80
-- final timing paths --
kind	startpoint	to	slack, ns
hold / removal	rst_n	result[27]$_DFF_PN0_	0.009
min in group clk0	rst_n	overflow$_DFFE_PP_	0.23
max in group asynchronous	rst_n	result[18]$_DFF_PN0_	0.27
setup / recovery	ALU_control[3]	zero$_DFFE_PP_	-10.89
-- metal layers --
layer,vias up,wire [um]
met4,2,80
li1,1715,-
met2,75,4650
met1,1576,4560
met3,7,425
met5,-,13
-- flip-flops by register name (all words and copies together), names as in the netlist --
signal and flops:
result 32, cout 1, overflow 1, zero 1
Power and IR drop assume default switching activity.
